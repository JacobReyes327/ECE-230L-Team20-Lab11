==> design.v <==
module dFlipFlop(
    input D, Clk, reset,
    output reg Q, 
    output notQ
    );
    initial begin
        Q <= 0;
    end
    always @(posedge Clk)begin
        if (reset)
            Q <= 1'b0; 
        else
            Q <= D; 
    end
    assign notQ = ~Q;
endmodule
module full_adder(
    input A, B, Cin,
    output Y, Cout
);
    assign Y = A ^ B ^ Cin;
    assign Cout = (A & B) | (B & Cin) | (A & Cin);
endmodule
module jkFlipFlop(
    input J, K, Clk, reset,
    output  Q, notQ
    );
    wire D_inp;
    assign D_inp = (J & notQ)| (~K & Q);
    dFlipFlop D(
        .D(D_inp),
        .Clk(Clk),
        .reset(reset),
        .Q(Q),
        .notQ(notQ)
    );
endmodule
module module_counter(
    input Reset, Clk,
    output Bit0, Bit1, Bit2, Output
    );
    wire [2:0] Cout, add, q;
    wire P, G;
    dFlipFlop ff0(
        .D(add[0]),
        .Clk(Clk),
        .reset(P),
        .Q(q[0]), 
        .notQ()
    );
    dFlipFlop ff1(
        .D(add[1]),
        .Clk(Clk),
        .reset(P),
        .Q(q[1]), 
        .notQ()
    );
    dFlipFlop ff2(
        .D(add[2]),
        .Clk(Clk),
        .reset(P),
        .Q(q[2]), 
        .notQ()
    );
    full_adder bit0(
        .A(q[0]),
        .B(Clk),
        .Cin(1'b0),
        .Y(add[0]),
        .Cout(Cout[0])
    );
    full_adder bit1(
        .A(q[1]),
        .B(1'b0),
        .Cin(Cout[0]),
        .Y(add[1]),
        .Cout(Cout[1])
    );
    full_adder bit2(
        .A(q[2]),
        .B(1'b0),
        .Cin(Cout[1]),
        .Y(add[2]),
        .Cout(Cout[2])
    );
    assign P = (q[0] & ~q[1] & q[2]);
    assign G = (P ^ (Reset) ^ (Output));
    dFlipFlop OUTPUT(
        .D(G),
        .Clk(Clk),
        .Q(Output), 
        .notQ(),
        .reset(Reset)
    );
    assign Bit0 = q[0];
    assign Bit1 = q[1];
    assign Bit2 = q[2];
endmodule
module ripple_counter(
    input Reset, Clk,
    output Q1, Q2, Q3
    );
    wire notQ1, notQ2, notQ3;
    tFlipFlop q1(
        .T(1'b1),
        .Clk(Clk),
        .reset(Reset),
        .Q(Q1),
        .notQ(notQ1)
    );
    tFlipFlop q2(
        .T(1'b1),
        .Clk(Q1),
        .reset(Reset),
        .Q(Q2),
        .notQ(notQ2)
    );
    tFlipFlop q3(
        .T(1'b1),
        .Clk(Q2),
        .reset(Reset),
        .Q(Q3),
        .notQ(notQ3)
    );
endmodule
module tFlipFlop(
    input T, Clk, reset,
    output Q, notQ
    );
    jkFlipFlop jk (
        .J(T),
        .K(T),
        .reset(reset),
        .Clk(Clk),
        .Q(Q),
        .notQ(notQ)
    );
endmodule
module top(
    input btnC, btnU,
    output [6:0] led
);
    ripple_counter rippleCounter(
        .Reset(btnU),
        .Clk(btnC),
        .Q1(led[0]),
        .Q2(led[1]),
        .Q3(led[2])
    );
    module_counter modCounter(
        .Reset(btnU),
        .Clk(btnC),
        .Bit0(led[3]),
        .Bit1(led[4]),
        .Bit2(led[5]),
        .Output(led[6])
    );
endmodule
==> run.sh <==
#!/bin/bash
# OpenROAD 26Q1-2900-gdf79404cd8, Yosys 0.63+post, stock flow scripts
make -C /OpenROAD-flow-scripts/flow DESIGN_CONFIG=/design/flow/config.mk WORK_HOME=/design/flow/orfs finish
==> config.mk <==
export PLATFORM = sky130hd
export DESIGN_NAME = top
export DESIGN_NICKNAME = top
export VERILOG_FILES = /design/flow/design.v
export SDC_FILE = /design/flow/constraint.sdc
export NUM_CORES = 4
export LEC_CHECK = 1
export CORE_AREA = 10 10 70 70
export DIE_AREA = 0 0 80 80
==> constraint.sdc <==
current_design top

set clk_period 1.8
set clk_io_pct 0.2

create_clock -name clk0 -period $clk_period [get_ports {btnC}]

set non_clock_inputs [all_inputs -no_clocks]
set_input_delay [expr $clk_period * $clk_io_pct] -clock clk0 $non_clock_inputs
set_output_delay [expr $clk_period * $clk_io_pct] -clock clk0 [all_outputs]
==> notes.md <==
Per the run report, area growth between synthesis and finish was 65.2%. The worst setup path is launched from a clock port. The timing report shows the most common cell along the critical path to be sky130_fd_sc_hd__clkbuf_4. The die is 80 µm tall. The script logs the ratio of routed vias to standard cells as 2.72. Entering global routing, the biggest net connects 6 pins. The worst hold path class was clock port to flop. Per STA, the highest per-stage delay on the worst path measures 0.16 ns.

Detailed-route iteration 0 reported a violation count of 12. Launch point of the worst hold path: btnC. The cell sequence reported for the critical path is clkbuf_4, clkbuf_4, clkbuf_4, clkbuf_4, ha_4, ha_4, clkbuf_4, nand2b_4, o21ai_2.

In this run the critical register-to-register path is launched from modCounter.ff0.Q. The number of global-route vias before repair is 344. Summed over all layers, the global routing overflow is 0. For this run, the final setup violation count is recorded as 0. The analysis reports a worst IR drop on VDD of 0.000486 V. The tools report the number of register pins that no clock reaches as 2.

Setup repair after global routing left no endpoint under its margin. For the remaining number of nets flagged by the antenna check after routing, the log shows 0. The flow reports that combinational logic draws 2.5% of the design power. Hold timing on the final database bottoms out at a slack of 0.345 ns.

Of the total power, registers draw 19.7%. The core box area is 3420 µm², and the total count of hold-check failures in the final report is 0. The tools report the Yosys warning count as 1. The floorplan core density came out at 9.16%.

The logs give 1120 µm for the wire length of the first global-routing pass and 0.751 for the final RePlAce weighted congestion. The run gives 0 for the number of diodes added for antenna fixing. The logs give a warning total of 29.

The count of cells along the worst hold path was 6; the biggest fanout along the worst timing path was 2. The tools report the half-perimeter wire length of the detailed placement result as 445 µm. Global routing consumed, over all layers together, 2.49% of the routing resources. Fraction of final layout cells with drive strength greater than 1: 42.9%.

The path with the worst hold slack has its endpoint at modCounter.ff0.Q. The logs give 6400 µm² for the full die area and 44.8% for the sequential element share of the synthesized area. For the post-CTS setup repair buffer count, the log shows 0.

In the final report, the number of pins over their slew limit comes to 0. The number of maximum-capacitance violations recorded for the run is 0. The number of buffers added on ports is 8, and the reported leakage power is 0.233 nW. The run gives 0 for the initial antenna violation count. For this block, the via count after detailed routing is 239. After layout, the setup clock skew is reported as 0.00327 ns.

After synthesis the cells add up to 313 µm². The flow ran to the end, and the final reports show no timing, DRC or antenna violations. The switching portion of total power comes to 29.2%. On the critical path the data arrives at 2.04 ns. The count of endpoints without a timing constraint was 4; the worst-case headroom to the max-slew limit was 84.1%. For the quantity of hold-fixing buffers added after cts, the log shows 0. The synthesized netlist handed to floorplanning was reported with a cell count of 29. For the relative contribution of the clock network to total power, the log shows 77.8%. The post-synth area from yosys stat is 313 µm². Per the detailed-route log, wirelength across all metal layers totals 692 µm.

The OpenROAD report gives the critical path a required time of 2.09 ns. The reg2reg setup slack came out at 0.68 ns. The category of the worst setup path capture point is a flop. The logs give 4 for the first-pass iteration count of the detailed router and 10 for the count of unique library cells instantiated by Yosys.

The internal power was 460 µW; the final-layout setup total negative slack was 0 ns. For the worst reg-to-reg path, the endpoint reported by OpenROAD is modCounter.ff2.Q. The floorplan report gives the top-level pin count as 9. The run gives 189 µW for the switching component of the power. The setup path with the least slack is of type clock port to flop. The clock-pin slew on the worst setup and hold paths is 0.05 ns.

The script computed a power per unit cell area of 1260 nW/µm². With the number of design rule violations left after detail routing at 0, the insertion delay at the late pin of the worst-skew pair is 0.35 ns. Logic depth along the worst register-to-register path is recorded as 5.

Yosys reported a register bit count of 7. The number of cells in Yosys stat is 29. Among all stages on the critical path, the largest delay is contributed by sky130_fd_sc_hd__ha_4. The floorplan die width was 80 µm.

TritonCTS built the clock tree. The mean cell area of the mapped netlist came out at 10.8 µm². Looking at the max-slew report, the worst-margin pin has a slew of 0.238 ns. After floorplanning, the core was divided into 21 placement rows.

Dividing the detail-routed wire length by the instance count gives 7.86 µm.
==> stage by stage <==
step	power, mW	cells	area, µm²	worst slack (ns)	util (%)
after global routing	0.737	88	517	0.00651	15.1
after CTS	0.673	88	513	0.0265	15.0
final	0.650	88	517	0.0509	15.1
after detailed placement	0.208	76	398	0.204	11.6
after floorplan	0.201	29	313	0.204	-
after global placement	0.207	76	398	0.204	11.6
==> critical path, delay by kind of cell <==
kind,cells,cell delay (ns)
AOI/OAI and AO/OA,1,0.10
and+or+nand+nor,1,0.13
adders and majority gates,2,0.31
buffers and inverters,5,0.61
==> layer usage <==
metal / share of wire (%) / vias to the layer above / track usage [%]
met1: 38 / 103 / 1.75
met2: 29 / 23 / 1.69
met5: 0 / - / 0
met3: 30 / 2 / 5.11
met4: 2.2 / 0 / 2.64
li1: - / 111 / -
==> cells in the mapped netlist <==
| library cell | count | area share [%] |
|---|---|---|
| sky130_fd_sc_hd__and2_2 | 2 | 4.8 |
| sky130_fd_sc_hd__buf_4 | 7 | 17 |
| sky130_fd_sc_hd__dfxtp_1 | 7 | 45 |
| sky130_fd_sc_hd__ha_1 | 2 | 8.0 |
| sky130_fd_sc_hd__mux2_4 | 1 | 4.8 |
| sky130_fd_sc_hd__nand2b_1 | 2 | 4.0 |
| sky130_fd_sc_hd__nand3b_4 | 1 | 6.4 |
| sky130_fd_sc_hd__nor2_1 | 4 | 4.8 |
| sky130_fd_sc_hd__nor2b_1 | 2 | 4.0 |
| sky130_fd_sc_hd__o21ai_1 | 1 | 1.6 |
==> cell families (layout without fill, tap and decap cells) <==
kind of cell	after synthesis	after routing	synth area share [%]
multiplexers	1	1	4.80
adder cells (fa/ha/maj)	2	2	8.00
AND-OR/OR-AND	1	1	1.60
AND/OR/NAND/NOR	11	11	24.0
flip-flops	7	7	44.8
buffers and inverters	7	20	16.8
==> power by group through the flow <==
stage         Sequential [mW]  Combinational (mW)  Clock [mW]
CTS                     0.128              0.0163       0.528
global route            0.128              0.0178       0.590
finish                  0.128              0.0161       0.505
==> how the worst max path moves through the flow <==
stage	start	endpoint	slack (ns)	cells after the start
5_1_grt	btnC	modCounter.ff2.Q	0.007	9
6_report	btnC	modCounter.ff2.Q	0.05	9
4_1_cts	btnC	modCounter.ff2.Q	0.03	9
==> timing repair <==
| item | in CTS | in global routing |
|---|---|---|
| pin swaps | 1 | 1 |
| setup endpoints to repair | 2 | 1 |
| resized | 5 | 1 |
==> placed cells by master (no fill, tap or decap) <==
cell                              count
sky130_fd_sc_hd__nor2b_1              2
sky130_fd_sc_hd__o21ai_2              1
sky130_fd_sc_hd__ha_4                 2
sky130_fd_sc_hd__clkdlybuf4s50_1      8
sky130_fd_sc_hd__and2_2               2
sky130_fd_sc_hd__dfxtp_1              7
sky130_fd_sc_hd__nor2_1               4
sky130_fd_sc_hd__nand3b_4             1
sky130_fd_sc_hd__clkbuf_1             2
sky130_fd_sc_hd__nand2b_1             1
sky130_fd_sc_hd__mux2_4               1
sky130_fd_sc_hd__nand2b_4             1
sky130_fd_sc_hd__clkbuf_4            10
==> final cells by class <==
| type | instances | area [µm²] |
|---|---|---|
| fillers | 385 | 2900 |
| multi-input cells | 15 | 156 |
| flip-flops and latches | 7 | 140 |
| clock buffers | 12 | 82.6 |
| repair buffers | 8 | 80.1 |
| well taps | 46 | 57.6 |
==> state kept, by name, summed over array words and instances (netlist names) <==
name and cells:
modCounter.OUTPUT.Q 1, modCounter.ff0.Q 1, modCounter.ff1.Q 1, modCounter.ff2.Q 1
rippleCounter.q1.jk.D.Q 1, rippleCounter.q2.jk.D.Q 1, rippleCounter.q3.jk.D.Q 1
Power is estimated from default activity; no workload was simulated.
